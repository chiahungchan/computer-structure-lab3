==> flow/design.v <==
module MUX_4to2(
	data_00,
	data_01,
	data_10,
	select,
	data_o
	);
input  [31:0] data_00,data_01,data_10;
input  [1:0]  select;
output [31:0] data_o;
reg    [31:0] data_o;
always@(*)begin
	case(select)
		0: data_o <= data_00;
		1: data_o <= data_01;
		2: data_o <= data_10;
		default: data_o <= 32'd0;
	endcase
end
endmodule
==> flow/run.sh <==
#!/bin/bash
# OpenROAD 26Q1-2900-gdf79404cd8, Yosys 0.63+post, stock flow scripts
make -C /OpenROAD-flow-scripts/flow DESIGN_CONFIG=/design/flow/config.mk WORK_HOME=/design/flow/orfs finish
==> flow/config.mk <==
export PLATFORM = sky130hd
export DESIGN_NAME = MUX_4to2
export DESIGN_NICKNAME = MUX_4to2
export VERILOG_FILES = /design/flow/design.v
export SDC_FILE = /design/flow/constraint.sdc
export NUM_CORES = 4
export LEC_CHECK = 1
export CORE_AREA = 10 10 70 70
export DIE_AREA = 0 0 80 80
==> flow/constraint.sdc <==
current_design MUX_4to2

set clk_period 2.8
set clk_io_pct 0.2

create_clock -name clk0 -period $clk_period

set non_clock_inputs [all_inputs -no_clocks]
set_input_delay [expr $clk_period * $clk_io_pct] -clock clk0 $non_clock_inputs
set_output_delay [expr $clk_period * $clk_io_pct] -clock clk0 [all_outputs]
==> impl_metrics.env <==
# yosys + openroad results
export IMPL_outcome="finished clean"
export IMPL_setup_viol=0
export IMPL_worstPathRequired_ps=2240
export IMPL_startpoint="select[0]"
export IMPL_min_path_type="input port to primary output"
export IMPL_ys_warn_count=1
export IMPL_max_freq_ghz=0.374
export IMPL_setup_worst_path_class="input port to primary output"
export IMPL_grt_overflow=0
export IMPL_areaGrowthSynthToFinish_pct=165
export IMPL_avgSynthCellArea_sq_um=10.2
export IMPL_critPathMostFrequentCell="clkdlybuf4s50_1"
export IMPL_final_setup_tns_ps=0
export IMPL_total_leakage_power_nw=0.803
export IMPL_synth_chip_area_sq_um=787
export IMPL_slew_viol_final=0
export IMPL_ant_nets=0
export IMPL_grt_pass1_vias=1242
export IMPL_ioPinCount=130
export IMPL_place_hpwl_mm=4.23
export IMPL_fin_util_pct=61.1
export IMPL_crit_path_max_fanout=22
export IMPL_ys_cells=77
export IMPL_seq_area_sq_um=0
export IMPL_viasPerCell=4.60
export IMPL_grt_pass1_wl_mm=6.88
export IMPL_path_cells="clkdlybuf4s50_1 > nor2b_4 > buf_12 > o2bb2ai_1 > clkdlybuf4s50_1"
export IMPL_insertedDiodeCount=0
export IMPL_slew_headroom_pct=74.0
export IMPL_grt_setup_unrepaired="false"
export IMPL_fp_dieH_um=80
export IMPL_post_drt_wl_per_cell_um=19.1
export IMPL_postSynthCellCount=77
export IMPL_hold_buffers=0
export IMPL_portBuffers=130
export IMPL_met2WireLength_mm=2.38
export IMPL_tool_warnings=33
export IMPL_post_cts_resized=0
export IMPL_ys_seq_share_pct=0
export IMPL_cp_num_buf_inv=3
export IMPL_grt_max_degree=33
export IMPL_worst_slew_pin_transition_ps=390
export IMPL_hp_start="select[1]"
export IMPL_post_cts_buffers=0
export IMPL_yosys_cell_types_count=8
export IMPL_synth_cell_area_sq_um=787
export IMPL_crit_path_top_delay_cell="clkdlybuf4s50_1"
export IMPL_antenna_found_initial=0
export IMPL_critical_path_top_delay_family="buffers and inverters"
export IMPL_dr_pass1_iters=2
export IMPL_crit_path_end_kind="primary output"
export IMPL_grt_use_total_pct=13.4
export IMPL_highest_layer="met4"
export IMPL_drcViolationCount=0
export IMPL_cp_arrival_ps=2110
export IMPL_drive_above_1_share_pct=8.96
export IMPL_seq_cells=0
export IMPL_fin_crit_ps=2670
export IMPL_drv_cap=0
export IMPL_dieArea_sq_um=6400
export IMPL_wl_met3_um=613
export IMPL_power_density_nw_per_um2=149
export IMPL_coreArea_sq_um=3420
export IMPL_rows=21
export IMPL_route_layer_met1_wl_mm=1.71
export IMPL_final_hold_viol_count=0
export IMPL_fp_util_pct=23.0
export IMPL_wl_mm=4.72
export IMPL_cp_slowest_stage_delay_ps=520
export IMPL_gp_congestion=0.835
export IMPL_vias=1137
export IMPL_vdd_drop_max_mv=0.0583
export IMPL_die_x_um=80
export IMPL_min_period_over_period_pct=95.4
export IMPL_nClkBuffers=0
export IMPL_drt_iter0_drc=26
export IMPL_start_kind="input port"
-- final cells by class --
cell class	instances	area [sq um]
repair buffers	136	1350
fillers	282	1330
multi-input cells	65	677
well taps	46	57.6
-- routing by layer --
layer  global-route usage [%]  vias to the layer above
li1                         -                      571
met5                        0                        -
met4                    0.528                        0
met1                     14.5                      494
met3                     6.14                        2
met2                     24.5                       70
-- placed cells by master, fill, tap and decap left out --
cell             instances
o2bb2ai_2               10
nor2b_4                  1
buf_12                   1
buf_4                    5
mux2i_1                 32
buf_2                    1
clkdlybuf4s50_1        129
o2bb2ai_1               22
-- final timing paths --
path	endpoint	slack (ps)	depth (start not counted)
min	data_o[8]	1850	4
max	data_o[11]	130	5
-- cell families after synthesis --
family	Yosys count	synth area share, %
multiplexers	32	40.7
AND-OR/OR-AND	32	43.6
buffers and inverters	12	14.0
AND/OR/NAND/NOR	1	1.75
-- per-stage QoR --
stage	cells	power, mW	cell area, sq um	setup slack [ps]	hold WS, ps
after global routing	247	0.336	2090	49.6	1880
final	247	0.311	2090	130	1850
after detailed placement	247	0.316	2090	119	1860
after floorplan	77	0.0902	787	1080	1180
after CTS	247	0.317	2090	117	1860
after global placement	247	0.313	2090	124	1850
-- power by group --
group	switching (mW)	internal [mW]
Sequential	0	0
Clock	0	0
Combinational	0.0807	0.231
-- Yosys cell counts, drive strengths merged --
master   count  area [sq um]
clkbuf       2          7.51
mux2i       32           320
nor2b        1          13.8
o2bb2ai     32           343
buf         10           103
Power and IR drop assume default switching activity.
