[/design/flow/run.sh]
#!/bin/bash
# OpenROAD 26Q1-2900-gdf79404cd8, Yosys 0.63+post, stock flow scripts
make -C /OpenROAD-flow-scripts/flow DESIGN_CONFIG=/design/flow/config.mk WORK_HOME=/design/flow/orfs finish
[/design/flow/config.mk]
export PLATFORM = sky130hd
export DESIGN_NAME = ALU
export DESIGN_NICKNAME = ALU
export VERILOG_FILES = /design/flow/design.v
export SDC_FILE = /design/flow/constraint.sdc
export NUM_CORES = 4
export LEC_CHECK = 1
export CORE_UTILIZATION = 50
[/design/flow/constraint.sdc]
current_design ALU

set clk_period 15.6
set clk_io_pct 0.2

create_clock -name clk0 -period $clk_period

set non_clock_inputs [all_inputs -no_clocks]
set_input_delay [expr $clk_period * $clk_io_pct] -clock clk0 $non_clock_inputs
set_output_delay [expr $clk_period * $clk_io_pct] -clock clk0 [all_outputs]
[/design/flow/design.v]
module ALU(
    src1_i,
	src2_i,
	ctrl_i,
	shamt_for_sra,
	result_o,
	zero_o
	);
input  [32-1:0]  src1_i;
input  [32-1:0]	 src2_i;
input  [4-1:0]   ctrl_i;
input  [4:0]     shamt_for_sra;
output [32-1:0]	 result_o;
output           zero_o;
reg    [32-1:0]  result_o;
wire             zero_o;
wire [31:0] orim ;
wire signed[31:0] s2;
always@(*)begin
	case(ctrl_i)
		4'b0000: result_o <= src1_i & src2_i;
		4'b0001: result_o <= src1_i | src2_i;
		4'b0010: result_o <= src1_i + src2_i;
		4'b0110: result_o <= src1_i - src2_i;
		4'b0111: result_o <= (src1_i < src2_i) ? 32'd1 : 32'd0;
		4'b1100: result_o <= ~(src1_i | src2_i);
		4'b1001: result_o <= (src1_i == src2_i) ? 32'd1 : 32'd0;
		4'b1011: result_o <= src1_i | orim;
		4'b1000: result_o <= s2 >>> src1_i ;
		4'b1010: result_o <= src2_i << 16;
		4'b1110: result_o <= s2 >>> (shamt_for_sra);
		default: result_o <= 32'd0;
	endcase
end
assign zero_o = (result_o == 32'd0) ? 1'b1 : 1'b0;
assign orim[15:0] = src2_i[15:0];
assign orim[16] = src2_i[15];
assign orim[17] = src2_i[15];
assign orim[18] = src2_i[15];
assign orim[19] = src2_i[15];
assign orim[20] = src2_i[15];
assign orim[21] = src2_i[15];
assign orim[22] = src2_i[15];
assign orim[23] = src2_i[15];
assign orim[24] = src2_i[15];
assign orim[25] = src2_i[15];
assign orim[26] = src2_i[15];
assign orim[27] = src2_i[15];
assign orim[28] = src2_i[15];
assign orim[29] = src2_i[15];
assign orim[30] = src2_i[15];
assign orim[31] = src2_i[15];
assign s2 = src2_i;
endmodule
==> results.txt <==
Implementation numbers.

- The final standard cell utilization of the core is 57.8%.
- The congestion estimate from routability-driven global placement came to 1.11.
- The pre-CTS setup slack reads 3630 ps.
- Subtracting the final worst setup slack from the clock period gives 12210 ps.
- The area fraction of the dominant cell type after synthesis reads 13.7%.
- The static leakage is 4.12 nW.
- The number of setup buffers added after CTS is 0.
- The starting utilization of the core area reads 51.0%.
- The chip footprint is 18000 µm².
- The design has 0 sequential cells.
- Setup repair after global routing left no endpoint under its margin.
- Looking at area per cell type in the netlist, the leader is sky130_fd_sc_hd__ha_1.
- Across the VDD grid, the largest voltage drop is 22.3 µV.
- The slew at the pin closest to its max-slew limit is 1000 ps.
- The worst max-slew margin expressed relative to the limit reads 31.4%.
- The distinct cell type count after synthesis reads 93.
- The number of I/O pins is 106.
- The maximum number of pins on one net before global-route repair is 46.
- In this run switching power makes up 61.4% of total power.
- The internal power reads 0.141 mW.
- Sorting the synthesized cells by how often they occur yields 146 x sky130_fd_sc_hd__nand2_1, 141 x sky130_fd_sc_hd__a21oi_1, 125 x sky130_fd_sc_hd__nor2_1, 99 x sky130_fd_sc_hd__inv_1, 96 x sky130_fd_sc_hd__ha_1.
- The row count reads 48.
- The required time of the critical path is 12480 ps.
- The setup-violating endpoint count in the final report reads 0.
- The total of buffers placed on input and output ports reads 106.
- The stage-log warning count is 97.
- The endpoint class of the critical path is an output pin.
- Gates resized during post-CTS repair numbered 0.
- Registers take 0 µm².
- The sum of overflow across all layers after global routing is 0.
- Looking at the critical path, the highest net fanout was 24.
- The synthesized netlist was found by Yosys to have 1363 cells.
- The cell count after synthesis is 1363.
- The first-pass GRT wire length reads 64200 µm.
- The count of nets left with antenna violations once routing finished came out at 0.
- The critical setup path kind is input port to output pin.
- The routed layout has 11.6k vias.
- The pre-antenna-repair detailed-routing pass consisted of 47 iterations.
- The count of cells in the finished layout, fillers not included, comes to 1630.
- The vertical die dimension reads 134 µm.
- The wire length reported by the detailed router is 43900 µm.
- The iteration-0 DRC count of the detailed router is 1622.
- The data arrival at the endpoint of the critical path reads 9090 ps.
- The post-route clock period utilization is 78.3%.
- The max-slew violation count is 0.
- The share of power burned in combinational logic is 100.0%.
- Sequential cells account for 0% of the total power.
- The highest clock rate this design can be run at is 81.9 MHz.
- Per the detail_route report, DRC violations left total 0.
- The core footprint reads 17200 µm².
- The number of antenna violations at the first check in global routing was 0.
- The top cell type by instance count after synthesis is sky130_fd_sc_hd__nand2_1.
- The mean number of vias per cell reads 7.14.
- In the hold timing report, the worst path depth is 5.
- The die boundary width reads 134 µm.
- The power density over the cells reads 36.8 nW/µm².
- The post-DP HPWL is 33700 µm.
- The hold buffer count at cts reads 0.
- The via count of the first global-routing pass reads 9994.
- For reference, the top cells by area after synthesis are sky130_fd_sc_hd__ha_1 14%, sky130_fd_sc_hd__a21oi_1 8.1%, sky130_fd_sc_hd__nand2_1 6.3%.
- The share of synthesized area occupied by flip-flops and latches reads 0%.
- The final worst-path setup slack reads 3390 ps.
- The post-synthesis area per instance is 6.42 µm².
- STA classifies the critical path startpoint as an input port.
- The fraction of layout cells with a size suffix above 1 is 6.69%.
- The share of total power dissipated in the clock network is 0%.
- Endpoints failing hold in the final report were tallied at 0.
- Counting the clock-network buffers in the layout gives 0.
- The worst hold slack across all endpoints reads 7660 ps.
- The number of max-cap violations reads 0.
- The classification of the worst-slack hold path reads input port to output pin.
- Summing every instance area after synthesis gives 8760 µm².
- The Yosys chip area is 8760 µm².
- The area overhead of the layout relative to synthesis is 13.3%.
- TritonRoute output was used to compute an average wire per cell of 26.9 µm.
- For this run, the script counts the antenna cells in the layout as 0.
- Counting tap cells, the placed design contains a total of 1630 instances.
- Summed over all routing layers, the global router reports a total usage of 48.2%.
- Adding up every negative setup slack in the final design gives 0 ps.
- The net switching component of the power reads 0.224 mW.
- The yosys warning tally reads 1.
- The flow ran to the end, and the final reports show no timing, DRC or antenna violations.
-- worst max-delay path: stages --
cell and delay [ps]:
sky130_fd_sc_hd__clkdlybuf4s50_1 1030, sky130_fd_sc_hd__and4b_1 310, sky130_fd_sc_hd__buf_4 350, sky130_fd_sc_hd__mux2_2 510, sky130_fd_sc_hd__nor2_2 680, sky130_fd_sc_hd__a2111oi_0 350
sky130_fd_sc_hd__o21ai_0 430, sky130_fd_sc_hd__o211ai_1 160, sky130_fd_sc_hd__a211o_1 320, sky130_fd_sc_hd__or4_1 530, sky130_fd_sc_hd__nor4_1 380, sky130_fd_sc_hd__nand4_1 230
sky130_fd_sc_hd__nor3_2 180, sky130_fd_sc_hd__clkdlybuf4s50_1 470
-- per-stage QoR --
step	cell area (µm²)	total power, mW
floorplan	8760	0.210
global placement	9920	0.349
detailed placement	9920	0.347
CTS	9920	0.349
global route	9920	0.384
finish	9920	0.365
-- power by group through the flow --
stage | Combinational (mW) | Clock [mW] | Sequential, mW
CTS | 0.349 | 0 | 0
global route | 0.384 | 0 | 0
finish | 0.365 | 0 | 0
-- final cells by class --
class / count / area [µm²]
timing repair buffer: 143 / 1330
inverter: 100 / 375
fill: 1730 / 7250
multi-input combinational: 1162 / 7930
tap: 225 / 282
-- per-layer routing --
layer	track usage (%)	share of wire (%)
met1	64.6	38
met2	68.4	40
met3	16.1	15
met4	25.2	7.0
met5	0	0
-- cell families after synthesis --
family,Yosys count,synth area share (%)
xor+xnor,11,1.10
simple gates,494,27.7
fa+ha+maj,98,14.2
mux,57,8.13
buf+inv,201,9.80
compound gates,502,39.1
-- path summary, 6_finish.rpt --
| path | end | slack [ps] | from |
|---|---|---|---|
| worst max-delay path | zero_o | 3390 | ctrl_i[3] |
| worst min-delay path | result_o[5] | 7660 | ctrl_i[0] |
-- layout by cell type, fill, tap and decap left out, drive strengths merged, types with 6 or more instances in the layout --
cell	synthesis	layout
mux2	8	8
and2	7	7
o21bai	7	7
a22oi	21	21
nor4	25	25
nor3	30	30
a222oi	14	14
buf	32	38
ha	96	96
nor2b	11	11
xnor2	10	10
o31ai	6	6
or2	12	12
o211ai	32	32
a221o	11	11
mux2i	42	42
o22ai	11	11
a211oi	18	18
nand4	9	9
o21ai	78	78
a31oi	24	24
o221ai	11	11
inv	99	99
a2111oi	10	10
nor2	128	128
mux4	7	7
a21o	17	17
a211o	8	8
and3	8	8
nand2	146	146
or3	9	9
a311oi	6	6
or4	6	6
nand2b	33	33
a21oi	143	143
nand3	51	51
a221oi	15	15
clkdlybuf4s50	0	105
Power figures rest on the tool's default switching activity, not on a simulated workload.
